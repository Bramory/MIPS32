==> flow/design.v <==
`timescale 1ns / 1ps
module ALU	(input		[3:0]	alu_control,
		 input		[31:0]	A, B,
		 output reg	[31:0]	Result,
		 output			OF,
		 output reg		ZF);
	wire [31:0]ShifterResult, AdderResult, LogicUnitResult;
	reg [4:0] ShifterB;
	wire	[1:0]	AS;
	reg	[1:0]	SRO, LO;
	reg		AO;
Shifter MIPS1 (.Result(ShifterResult), .SA(ShifterB), .SRO(SRO), .Data(A));
Adder MIPS2 (.Result(AdderResult), .OF(OF), .AO(AO), .A(A), .B(B));
LogicUnit MIPS3 (.Result(LogicUnitResult), .LO(LO), .A(A), .B(B));
	assign AS = alu_control [3:2];
	always @(*)
		case (AS)
			2'b00: SRO <= alu_control [1:0];
			2'b01: AO <= alu_control [1];
			2'b10: AO <= alu_control [1];
			2'b11: LO <= alu_control [1:0];
		endcase
	always @(*) begin		
		ShifterB = B[4:0];
		case (AS) 
			0: Result = ShifterResult;
			1: Result = SLT(AdderResult, OF);
			2: Result = AdderResult;
			3: Result = LogicUnitResult;
			default: Result = 32'b0;
		endcase	
		ZF = ~(|Result);
	end		
	function [31:0] SLT;
		input [31:0] AdderResult;
		input OF;
		reg xorOF;
		reg [31:0] rslt;
		begin	
			xorOF =  AdderResult [31:31] ^ OF;
			rslt [0:0] = xorOF;
			rslt [31:1] = 30'b0;	
			SLT = rslt;
		end
	endfunction
endmodule
module Adder	(
     input		[31:0]	A, B,
		 input			AO,
		 output	reg	[31:0] 	Result,
		 output reg		OF);
		 reg [32:0] internal;
	always @(*) begin
		if (AO) internal = A + ~B + AO;
		else	internal = A + B;		
		Result = internal [31:0];
		OF = internal [32]; 
	end
endmodule		
`timescale 1ns / 1ps
module Extender	(input		[31:0]	Data,
		 input		[1:0]	SRO,
		 output reg	[62:0]	Result);
	always @(SRO, Data) begin
		case (SRO)
			0: Result = SLL(Data);
			1: Result = SRA(Data);
			2: Result = SRL(Data);
			3: Result = ROR(Data);
			default: Result =  2'b00;
		endcase
	end
	function [62:0] SLL;
		input	[31:0]	Data;
		reg	[62:0]	rsll;
		begin
			rsll[62:31] = Data;
			rsll[30:0] = 31'b0;
			SLL = rsll;	
		end	
	endfunction
	function [62:0] SRA;
		input [31:0] Data; 
		reg [62:0] rsra; 
		begin 	
			rsra[31:0] = Data; 
			rsra[62:32] = {31{Data[31:31]}};	
			SRA = rsra;
		end	
	endfunction
	function [62:0] SRL;
		input	[31:0]	Data;
		reg	[62:0]	rsrl;
		begin
			rsrl[31:0] = Data;
			rsrl[62:32] = 31'b0;
			SRL = rsrl;	
		end	
	endfunction
	function [62:0] ROR;
		input	[31:0]	Data;
		reg	[62:0]	rror;
		begin
			rror[31:0] = Data;
			rror[62:32] = Data[30:0];
			ROR = rror;	
		end	
	endfunction
endmodule
module LogicUnit	(input 		[31:0]	A, B,
			 input 		[1:0]	LO,
			 output reg	[31:0]	Result);
	reg [31:0] AND, OR, XOR, NOR;
	always @(*) begin
		AND <= A & B;
		OR  <= A | B;
		XOR <= A ^ B;
		NOR <= ~(A | B);
		case (LO)
			0: Result = AND;
			1: Result = OR;
			2: Result = NOR;
			3: Result = XOR;
			default: Result = 0;
		endcase
	end
endmodule 		
module Shifter	(input		[31:0]	Data,
		 input		[1:0]	SRO,
		 input		[4:0]	SA,
		 output reg	[31:0]	Result);
		 wire [62:0] Result1;
		 reg [4:0] SAsll;
		 reg [46:0] in1;
		 reg [38:0] in2;
		 reg [34:0] in3;
		 reg [32:0] in4;
Extender Shifter (.SRO(SRO), .Data(Data), .Result(Result1));
	always @(*) begin
		SAsll = {5{(~(SRO[1:1] | SRO[0:0]))}} ^ SA;  
		in1 = SAsll[4] ? Result1[62:16] : Result1[46:0];
		in2 = SAsll[3] ? in1[46:8] : in1[38:0];
		in3 = SAsll[2] ? in2[38:4] : in2[34:0];
		in4 = SAsll[1] ? in3[34:2] : in3[32:0];
		Result = SAsll[0] ? in4[32:1] : in4[31:0];
	end
endmodule					
==> flow/run.sh <==
#!/bin/bash
# OpenROAD 26Q1-2900-gdf79404cd8, Yosys 0.63+post, stock flow scripts
make -C /OpenROAD-flow-scripts/flow DESIGN_CONFIG=/design/flow/config.mk WORK_HOME=/design/flow/orfs finish
==> flow/config.mk <==
export PLATFORM = sky130hd
export DESIGN_NAME = ALU
export DESIGN_NICKNAME = ALU
export VERILOG_FILES = /design/flow/design.v
export SDC_FILE = /design/flow/constraint.sdc
export NUM_CORES = 4
export LEC_CHECK = 1
export CORE_UTILIZATION = 40
==> flow/constraint.sdc <==
current_design ALU

set clk_period 10.2
set clk_io_pct 0.2

create_clock -name clk0 -period $clk_period

set non_clock_inputs [all_inputs -no_clocks]
set_input_delay [expr $clk_period * $clk_io_pct] -clock clk0 $non_clock_inputs
set_output_delay [expr $clk_period * $clk_io_pct] -clock clk0 [all_outputs]
==> results.sh <==
# source this file to load flow results
export IMPL_status="complete, no violations"
export IMPL_core_area_um2=26210
export IMPL_num_rows=59
export IMPL_hold_viol=0
export IMPL_rsz0062_at_grt="false"
export IMPL_drv_slew=0
export IMPL_globalRoute_totalOverflow=0
export IMPL_min_period_over_period=0.9497
export IMPL_groute_usage_overall=0.4075
export IMPL_p_sw_frac=0.6254
export IMPL_place_congestion=1.115
export IMPL_io_buffer_count=102
export IMPL_intPower_uw=251.9
export IMPL_yosys_area_top_type_share=0.1173
export IMPL_min_from="B[4]"
export IMPL_hold_depth=7
export IMPL_async_flop_share=0
export IMPL_top_area_cell="ha_1"
export IMPL_unclocked_pins=5
export IMPL_vias=13640
export IMPL_final_antenna_net_count=0
export IMPL_fin_ws_ps=513.4
export IMPL_fp_dieW_um=166.1
export IMPL_firstDrtPassIters=19
export IMPL_antenna_found_initial=1
export IMPL_post_cts_buffers=0
export IMPL_finalSetupViolations=0
export IMPL_worstPathArrival_ps=7650
export IMPL_start_kind="input port"
export IMPL_wl_per_cell_um=28.25
export IMPL_synth_flops=5
export IMPL_end_kind="primary output"
export IMPL_place_ws_ps=788.5
export IMPL_lay_top_cells="a21oi_1, nand2_1, nor2_1"
export IMPL_drive_gt1_frac=0.1033
export IMPL_netlist_area_um2=10770
export IMPL_period_needed_ps=9687
export IMPL_die_h_um=166.1
export IMPL_slew_headroom=0.3955
export IMPL_fp_utilization=0.4110
export IMPL_hold_buffers=0
export IMPL_wl_um=56280
export IMPL_grt_pass1_vias=12700
export IMPL_final_layout_top_logic_cell="a21oi_1"
export IMPL_p_sw_uw=420.6
export IMPL_warning_count=100
export IMPL_drtIter0Drc=1936
export IMPL_edf_count=0
export IMPL_ioPinCount=102
export IMPL_whs_endpoint="Result[18]"
export IMPL_ir_worst_vdd_mv=0.04061
export IMPL_drc=0
export IMPL_setup_tns_ps=0
export IMPL_p_leak_nw=4.697
export IMPL_yosys_cells=1638
export IMPL_pwr_density_cell_nw_per_um2=56.39
export IMPL_chipArea_um2=27590
export IMPL_grt_pass1_wl_um=83310
export IMPL_worstSetupPathType="in -> out"
export IMPL_cap_violations=0
export IMPL_unconstrained_endpoints=5
export IMPL_min_path_type="in -> out"
export IMPL_hpwl_um=44760
export IMPL_avgSynthCellArea_um2=6.575
export IMPL_syn_inst=1638
export IMPL_grt_max_degree=70
export IMPL_critPathMaxFanout=14
export IMPL_crit_required_ps=8160
export IMPL_cts_resized=0
export IMPL_via_per_inst=6.847
export IMPL_ys_area_um2=10770
export IMPL_worst_pin_slew_ps=898.5
export IMPL_yosys_top_cells_area="ha_1, a21oi_1, o21ai_0"
export IMPL_flop_cell="dlxtp_1"
export IMPL_yosysWarnings=5
export IMPL_max_clock_freq_ghz=0.1032
export IMPL_ys_types=110
export IMPL_syn_to_final_growth_pct=10.72
## registers in the layout, summed over array words and instances (netlist names)
name  flops
LO        2
SRO       2
AO        1
## cell usage after synthesis (36+ instances only)
cell / count
o21ai_0: 130
clkbuf_1: 59
nor2_1: 135
ha_1: 101
buf_2: 51
inv_1: 104
mux2_2: 43
nand3_1: 39
nor3_1: 51
a211oi_1: 36
a21oi_1: 155
nand2_1: 145
## worst max path at each step
| stage | depth (start not counted) | from | slack (ps) | endpoint |
|---|---|---|---|---|
| after global routing | 19 | B[0] | 420 | ZF |
| final | 19 | B[0] | 510 | ZF |
| after CTS | 19 | B[0] | 780 | ZF |
## kinds of logic after synthesis
logic type / Yosys count / synth area share
AND/OR/NAND/NOR: 529 / 0.2430
buffers and inverters: 249 / 0.1035
latches: 5 / 0.006970
XOR/XNOR: 26 / 0.02184
adder cells (fa/ha/maj): 103 / 0.1211
AND-OR/OR-AND: 638 / 0.4060
multiplexers: 88 / 0.09758
## through the flow
step                  util  cell area [um2]  total power, mW  hold slack (ps)  cells
floorplan                -            10770           0.3948             4380   1638
global placement    0.4550            11920           0.6507             5369   1991
detailed placement  0.4550            11920           0.6469             5374   1991
CTS                 0.4550            11920           0.6501             5377   1991
global route        0.4550            11920           0.7122             5494   1991
finish              0.4550            11930           0.6724             5431   1992
## worst max-delay path, stage by stage
cell and delay [ps]:
clkdlybuf4s50_1 450, buf_4 220, inv_1 220, ha_1 390
nor2b_1 80, nor2_1 120, fa_1 200, nor2_1 60
o21ai_0 550, a21oi_1 240, o311ai_1 550, a21oi_1 210
o211a_1 250, a2111oi_2 550, o32ai_1 150, nor4_1 320
nand4_1 180, a2111oi_2 310, clkdlybuf4s50_1 520
## power groups by stage
stage	Sequential (mW)	Clock, mW	Combinational (mW)
after CTS	0.00151	0	0.649
after global routing	0.00156	0	0.711
## final cells by class
type,count,area [um2]
flip-flops and latches,5,75.07
repair buffers,158,1431
fillers,2770,14280
well taps,335,419.2
inverters,109,409.1
diodes,1,2.502
multi-input cells,1384,9588
## layer usage
metal / global-route usage / vias up / routed length, um / part of all wire
met5: 0 / - / 131 / 0.0023
met3: 0.1003 / 216 / 6262 / 0.11
li1: - / 6222 / - / -
met4: 0.2560 / 2 / 4298 / 0.076
met1: 0.5447 / 6277 / 22710 / 0.40
met2: 0.5885 / 922 / 22880 / 0.41
Power and IR drop assume default switching activity.
